==> design/flow/run.sh <==
#!/bin/bash
# OpenROAD 26Q1-2900-gdf79404cd8, Yosys 0.63+post, stock flow scripts
make -C /OpenROAD-flow-scripts/flow DESIGN_CONFIG=/design/flow/config.mk WORK_HOME=/design/flow/orfs finish
==> design/flow/config.mk <==
export PLATFORM = sky130hd
export DESIGN_NAME = sync_fifo
export DESIGN_NICKNAME = sync_fifo
export VERILOG_FILES = /design/flow/design.v
export SDC_FILE = /design/flow/constraint.sdc
export NUM_CORES = 4
export LEC_CHECK = 1
export CORE_UTILIZATION = 30
==> design/flow/constraint.sdc <==
current_design sync_fifo

set clk_period 4.3
set clk_io_pct 0.2

create_clock -name clk0 -period $clk_period [get_ports {clk}]

set non_clock_inputs [all_inputs -no_clocks]
set_input_delay [expr $clk_period * $clk_io_pct] -clock clk0 $non_clock_inputs
set_output_delay [expr $clk_period * $clk_io_pct] -clock clk0 [all_outputs]
==> design/flow/design.v <==
package xbar_pkg;
    parameter int unsigned NAIVE_LATENCY = 1;
    parameter int unsigned BENES_LATENCY = 3;
    parameter int unsigned BATCHER_LATENCY = 4;
    typedef enum logic [7:0] { BE_COMBINATIONAL = 8'b00000000, BE_FULLY_PIPELINED = 8'b11111111, BE_INTO_5 = 8'b01011010, BE_INTO_3 = 8'b00011000 } benes_mask_t;
    typedef enum logic [13:0] { BA_COMBINATIONAL = 14'b00000000000000, BA_FULLY_PIPELINED = 14'b11111111111111, BA_INTO_5 = 14'b00100100100100, BA_INTO_3 = 14'b00001000010000 } batcher_mask_t;
endpackage
package scpad_pkg;
    parameter int unsigned CACHE_SIZE = 1024;
    parameter int unsigned BLOCK_SIZE = 4;
    parameter int unsigned WORD_SIZE = 1; 
    parameter int unsigned NUM_WAYS = 4;
    parameter int unsigned NUM_BANKS = 4;
    parameter int unsigned MSHR_BUFFER_LEN = 8;
    parameter int unsigned CACHE_RW_SIZE = 32; 
    parameter int unsigned UUID_SIZE = 4; 
    localparam NUM_SETS = (CACHE_SIZE / 4) / (BLOCK_SIZE);
    localparam NUM_SETS_PER_BANK = NUM_SETS / NUM_BANKS;
    localparam NUM_BLOCKS_PER_BANK = NUM_SETS_PER_BANK * NUM_WAYS; 
    localparam BYTE_OFF_BIT_LEN = 2;
    localparam BLOCK_OFF_BIT_LEN = $clog2(BLOCK_SIZE); 
    localparam BLOCK_INDEX_BIT_LEN = $clog2(NUM_SETS); 
    localparam NUM_SETS_PER_BANK_LEN = $clog2(NUM_SETS_PER_BANK); 
    localparam NUM_BLOCKS_LEN = $clog2(BLOCK_SIZE);
    localparam WAYS_LEN = $clog2(NUM_WAYS); 
    localparam BANKS_LEN = $clog2(NUM_BANKS); 
    localparam NUM_BLOCKS_PER_BANK_LEN = $clog2(NUM_BLOCKS_PER_BANK);
    localparam TAG_BIT_LEN = 32 - BLOCK_INDEX_BIT_LEN - BLOCK_OFF_BIT_LEN - BYTE_OFF_BIT_LEN;
    localparam UUID_MAX = (1 << UUID_SIZE) - 1;
    localparam TREE_BITS = NUM_WAYS - 1;              
    localparam MSHR_BUFFER_BIT_LEN = $clog2(MSHR_BUFFER_LEN);
endpackage
module sync_fifo #(
    parameter DEPTH = 8, 
    parameter DWIDTH = 16
) (
    input rstn, clk, wr_en, rd_en, 
    input [DWIDTH-1:0] din, 	
    output reg [DWIDTH-1:0] dout, 	
    output  empty,  full 			
);
    reg [$clog2(DEPTH)-1:0]   wptr;
    reg [$clog2(DEPTH)-1:0]   rptr;
    reg [DWIDTH-1 : 0]    fifo[DEPTH];
    always_ff @(posedge clk, negedge rstn) begin
        if (!rstn) begin
            wptr <= 0;
        end else begin
            if (wr_en & !full) begin
                fifo[wptr] <= din;
                wptr <= wptr + 1;
            end
        end
    end
    always_ff @(posedge clk, negedge rstn) begin
        if (!rstn) begin
            rptr <= 0;
        end else begin
            if (rd_en & !empty) begin
                dout <= fifo[rptr];
                rptr <= rptr + 1;
            end
        end
    end
    assign full  = (wptr + 1) == rptr;
    assign empty = wptr == rptr;
endmodule
==> flow_summary.yaml <==
# generated from flow reports
cts:
  post_cts_resize_count: 0
  numCtsBuffers: 17
  hold_buffers: 0
  clock_sinks: 150
  clock-root-buffer: "clkbuf_16"
  clk_latency_ns: 0.41
  cts_tree: "built"
  path_clk_slew_ns: 0.05
  post_cts_buffers: 0
  clockBufferDepth: 2
  htreeDepth: 4
final_timing:
  rsz0062_at_grt: "no"
  clock.fmax_mhz: 312
  tightest_slew_ns: 0.667
  finalCritPeriodShare_pct: 74.6
  period_needed_ns: 3.21
  finalSetupViolCount: 0
  fin_setup_tns_ns: 0
  fin_skew_ns: 0.00583
  relSlewSlack_pct: 55.6
  whs_ns: 0.545
  hold_viol: 0
  maxSlewViolCount: 0
synth:
  synthAdderAreaFrac_pct: 2.59
  synth_top_cell_by_area: "edfxtp_1"
  synthTopLogicFamily: "AND-OR/OR-AND gates"
  synth_xor_xnor_area_share_pct: 0.908
  simple_gate_area_share_pct: 3.05
  ys_chip_area_um2: 5790
  synth_area_um2: 5790
  synth_warnings: 2
  ys_seq_share_pct: 77.3
  ys_cells: 318
  avgSynthCellArea_um2: 18.2
  synthAoiAreaFrac_pct: 9.81
  top_cell_area_share_pct: 74.7
  syn_inst: 318
  ys.flops: 150
  mux_share_pct: 3.74
  synthDistinctLibCells: 35
  synthTopCellsByArea: "edfxtp_1 75%, a221oi_1 4.2%, a222oi_1 2.8%"
place:
  dp_hpwl_um: 6910
  place_inst: 616
  port-buffer-count: 37
  gp_congestion: 0.857
power:
  switchingPower_mw: 1.42
  power.density_nw_per_um2: 690
  internal_power_mw: 3.49
  vdd_ir_drop_max_mv: 0.286
  leakage_nw: 2.35
  totalPowerFinal_mw: 4.92
  p_seq_share_pct: 39.6
  p_sw_share_pct: 29.0
  power.share.clock_pct: 30.0
  pwr-share-comb_pct: 30.4
drt:
  drtPass1Iterations: 5
  wirelength_um: 11500
  vias_per_cell: 4.74
  ant_nets: 0
  wl_per_cell_um: 17.7
  num_vias: 3065
  drc_errors: 0
  drt-initial-drc-count: 293
  antenna-diode-count: 0
grt:
  grt_pass1_wl_um: 18000
  grt.total_usage_pct: 12.9
  grt.overflow.total: 0
  grt_max_degree: 26
  first_global_vias: 3275
  grt_antenna_before_repair: 0
min_path:
  hold_path_depth: 1
  min_path_type: "flop to flop"
  hp-start: "fifo[0][13]"
  holdPathEnd: "dout[13]"
worst_setup_path:
  cp_data_required_time_ns: 3.44
  arrival_ns: 2.35
  path_max_fanout: 8
  ff2ff_setup_slack_ns: 1.85
  startpoint_type: "flop"
  path_class: "flop to output port"
  rr_endpoint: "fifo[0][8]"
  worstSetupEndpointType: "output port"
  rr_startpoint: "wptr[0]"
  worstRegToRegCells: 7
finish:
  area_growth_pct: 23.1
  layout-drive-gt1-share_pct: 17.9
  instances_no_fill: 646
die:
  chipArea_um2: 19900
  die_y_um: 141
  initCoreUtil_pct: 30.7
  coreArea_um2: 18800
  num_rows: 50
  ioPinCount: 38
  die_w_um: 141
run_status:
  status: "finished, final reports clean"
flow_run:
  drv_cap: 0
  tool_warnings: 33
## per-stage QoR
stage	cell area (µm²)	utilization (%)	worst slack, ns
floorplan	5790	-	1.19
global placement	6540	34.7	1.51
detailed placement	6540	34.7	1.51
CTS	7120	37.8	1.05
global route	7120	37.8	0.923
finish	7120	37.8	1.09
## cells in the mapped netlist (all sizes together)
library cell and instances:
nor2 11, o21ai 16, a41oi 2, a2bb2oi 1, ha 12, nand4 1, inv 11, nor4 1
clkbuf 7, and2 1, mux2 17, dfrtp 6, xnor2 5, mux2i 1, a22o 2, nand2 12
o211ai 2, nor2b 3, edfxtp 144, nand3 1, a21oi 3, xor2 1, buf 11, a222oi 16
a221oi 28, nor3b 3
## registers in the layout (all words and copies together), names as in the netlist
name,count
rptr,3
wptr,3
dout,16
fifo,128
## cell usage in the layout, fill, tap and decap left out, types with 2 or more instances in the layout
master             n
a21oi_1            3
a221oi_1          28
a222oi_1          16
a22o_1             2
a41oi_1            2
buf_4             19
bufinv_16          4
clkbuf_16         17
clkdlybuf4s50_1   37
clkinv_1           5
clkinv_2           2
clkinvlp_4         2
dfrtp_1            6
edfxtp_1         144
ha_1              12
inv_1             10
mux2_1             2
mux2_2            11
mux2_4             4
nand2_1           11
nor2_1            10
nor2b_1            3
nor3b_2            3
o21ai_1           14
xnor2_1            5
## cell families after synthesis
| group | count (synthesis) |
|---|---|
| flip-flops | 150 |
| AND-OR/OR-AND | 70 |
| AND/OR/NAND/NOR | 33 |
| buffers and inverters | 29 |
| multiplexers | 18 |
| adder cells (fa/ha/maj) | 12 |
| XOR/XNOR | 6 |
## critical path, cell delays in order, from the launching register on
cell             delay (ns)
dfrtp_1                0.47
ha_1                   0.27
ha_1                   0.31
xor2_1                 0.14
nand2_1                0.12
nor2_1                 0.14
clkdlybuf4s50_1        0.48
## power groups by stage
stage | registers [mW] | clock network, mW | logic [mW]
final | 1.95 | 1.47 | 1.50
after global routing | 1.97 | 1.57 | 1.66
after CTS | 1.95 | 1.50 | 1.52
## area by class of cell
cell class | instances | area, µm²
Fill cell | 1706 | 11700
Inverter | 11 | 41.3
Tap cell | 260 | 325
Clock inverter | 13 | 164
Multi-Input combinational cell | 139 | 1180
Clock buffer | 17 | 425
Sequential cell | 150 | 4470
Timing Repair Buffer | 56 | 513
## layer usage
layer / up-vias / routed length, µm / track usage [%]
met5: - / 0 / 0
met3: 11 / 1230 / 7.44
met1: 1511 / 4570 / 17.2
li1: 1411 / - / -
met2: 132 / 5540 / 19.7
met4: 0 / 127 / 1.49
## worst max-delay path by stage
stage | start | end | slack, ns | cells past startpoint
finish | wptr[0] | full | 1.09 | 6
global route | wptr[0] | full | 0.92 | 6
CTS | wptr[0] | full | 1.05 | 6
Power is estimated from default activity; no workload was simulated.
