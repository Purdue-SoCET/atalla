`flow/run.sh`:
```
#!/bin/bash
# OpenROAD 26Q1-2900-gdf79404cd8, Yosys 0.63+post, stock flow scripts
make -C /OpenROAD-flow-scripts/flow DESIGN_CONFIG=/design/flow/config.mk WORK_HOME=/design/flow/orfs finish
```
`flow/config.mk`:
```
export PLATFORM = sky130hd
export DESIGN_NAME = buffer_module
export DESIGN_NICKNAME = buffer_module
export VERILOG_FILES = /design/flow/design.v
export SDC_FILE = /design/flow/constraint.sdc
export NUM_CORES = 4
export LEC_CHECK = 1
export CORE_UTILIZATION = 50
```
`flow/constraint.sdc`:
```
current_design buffer_module

set clk_period 39.2
set clk_io_pct 0.2

create_clock -name clk0 -period $clk_period [get_ports {CLK}]

set non_clock_inputs [all_inputs -no_clocks]
set_input_delay [expr $clk_period * $clk_io_pct] -clock clk0 $non_clock_inputs
set_output_delay [expr $clk_period * $clk_io_pct] -clock clk0 [all_outputs]
```
`flow/design.v`:
```
package xbar_pkg;
    parameter int unsigned NAIVE_LATENCY = 1;
    parameter int unsigned BENES_LATENCY = 3;
    parameter int unsigned BATCHER_LATENCY = 4;
    typedef enum logic [7:0] { BE_COMBINATIONAL = 8'b00000000, BE_FULLY_PIPELINED = 8'b11111111, BE_INTO_5 = 8'b01011010, BE_INTO_3 = 8'b00011000 } benes_mask_t;
    typedef enum logic [13:0] { BA_COMBINATIONAL = 14'b00000000000000, BA_FULLY_PIPELINED = 14'b11111111111111, BA_INTO_5 = 14'b00100100100100, BA_INTO_3 = 14'b00001000010000 } batcher_mask_t;
endpackage
package scpad_pkg;
    parameter int unsigned CACHE_SIZE = 1024;
    parameter int unsigned BLOCK_SIZE = 4;
    parameter int unsigned WORD_SIZE = 1; 
    parameter int unsigned NUM_WAYS = 4;
    parameter int unsigned NUM_BANKS = 4;
    parameter int unsigned MSHR_BUFFER_LEN = 8;
    parameter int unsigned CACHE_RW_SIZE = 32; 
    parameter int unsigned UUID_SIZE = 4; 
    localparam NUM_SETS = (CACHE_SIZE / 4) / (BLOCK_SIZE);
    localparam NUM_SETS_PER_BANK = NUM_SETS / NUM_BANKS;
    localparam NUM_BLOCKS_PER_BANK = NUM_SETS_PER_BANK * NUM_WAYS; 
    localparam BYTE_OFF_BIT_LEN = 2;
    localparam BLOCK_OFF_BIT_LEN = $clog2(BLOCK_SIZE); 
    localparam BLOCK_INDEX_BIT_LEN = $clog2(NUM_SETS); 
    localparam NUM_SETS_PER_BANK_LEN = $clog2(NUM_SETS_PER_BANK); 
    localparam NUM_BLOCKS_LEN = $clog2(BLOCK_SIZE);
    localparam WAYS_LEN = $clog2(NUM_WAYS); 
    localparam BANKS_LEN = $clog2(NUM_BANKS); 
    localparam NUM_BLOCKS_PER_BANK_LEN = $clog2(NUM_BLOCKS_PER_BANK);
    localparam TAG_BIT_LEN = 32 - BLOCK_INDEX_BIT_LEN - BLOCK_OFF_BIT_LEN - BYTE_OFF_BIT_LEN;
    localparam UUID_MAX = (1 << UUID_SIZE) - 1;
    localparam TREE_BITS = NUM_WAYS - 1;              
    localparam MSHR_BUFFER_BIT_LEN = $clog2(MSHR_BUFFER_LEN);
endpackage
module buffer_module #(
    parameter BUFFER_WIDTH = 32,  
    parameter BUFFER_DEPTH = 32   
) (
    input logic CLK, nRST,
    input logic write_en,                    
    input logic read_en,                     
    input logic [BUFFER_WIDTH-1:0] din,      
    output logic [BUFFER_WIDTH-1:0] dout,    
    output logic full,                       
    output logic empty                       
);
    integer read_idx, write_idx;
    integer next_read_idx, next_write_idx;
    integer count, next_count;
    logic [BUFFER_DEPTH - 1 : 0][BUFFER_WIDTH - 1: 0] shift_reg, next_shift_reg;
    logic [BUFFER_WIDTH - 1 : 0] next_dout;
    always_ff @(posedge CLK, negedge nRST) begin : curr_reg
        if (!nRST) begin
            shift_reg   <= '0;    
            write_idx   <= 1;    
            read_idx    <= 0;    
            dout        <= '0;
            count       <= 0;
        end
        else begin
            shift_reg   <= next_shift_reg;
            write_idx   <= next_write_idx;
            read_idx    <= next_read_idx;
            dout        <= next_dout;
            count       <= next_count;
        end
    end
    always_comb begin : next_reg_logic
        next_shift_reg  = shift_reg;
        next_write_idx  = write_idx;
        next_read_idx   = read_idx;
        next_dout       = '0;
        if (write_en && !full) begin
            next_shift_reg[write_idx - 1] = din;
            next_write_idx = (write_idx == BUFFER_DEPTH) ? 1 : write_idx + 1;
        end
        if (read_en && !empty) begin
            next_dout = shift_reg[read_idx];
            next_shift_reg[read_idx] = '0;
            next_read_idx = ((read_idx + 1) == BUFFER_DEPTH) ? 0 : read_idx + 1;
        end
    end
    always_comb begin : count_logic
        next_count = count;
        if (read_en && !empty && !write_en) begin
            next_count = count - 1;
        end
        else if (write_en && !full && !read_en) begin
            next_count = count + 1;
        end
    end
    assign full = (count == BUFFER_DEPTH);
    assign empty = (count == 0);
endmodule
```
==> impl_results.html <==
<h2>Synthesis and place &amp; route</h2>
<table>
<tr><th>Metric</th><th>Value</th></tr>
<tr><th colspan="2">CTS</th></tr>
<tr><td>Buffers inserted by post-CTS timing repair</td><td>0</td></tr>
<tr><td>Number of hold-repair buffers added at the cts stage</td><td>0</td></tr>
<tr><td>CTS buffer count</td><td>134</td></tr>
<tr><td>Insertion Delay late pin</td><td>770 ps</td></tr>
<tr><td>Reg clk slew, reported paths</td><td>60 ps</td></tr>
<tr><td>Clock tree root driver cell</td><td>sky130_fd_sc_hd__clkbuf_16</td></tr>
<tr><td>Count of clock tree sinks</td><td>1152</td></tr>
<tr><td>CTS tree</td><td>done</td></tr>
<tr><td>H-tree levels</td><td>4</td></tr>
<tr><td>Count of cells resized by post-cts repair</td><td>0</td></tr>
<tr><td>Buffer depth of the longest clock path</td><td>3</td></tr>
<tr><th colspan="2">Timing</th></tr>
<tr><td>Minimum clock period after layout</td><td>11850 ps</td></tr>
<tr><td>Worst Max-Slew Pin Slew</td><td>835.9 ps</td></tr>
<tr><td>Maximum frequency from static timing analysis</td><td>0.08441 GHz</td></tr>
<tr><td>Setup_tns</td><td>0 ps</td></tr>
<tr><td>Max Transition Viols Final</td><td>0</td></tr>
<tr><td>Worst slew slack as a fraction of its limit</td><td>42.68%</td></tr>
<tr><td>Setup repair after global routing missed its margin</td><td>false</td></tr>
<tr><td>Share of the clock period used by the worst path</td><td>30.22%</td></tr>
<tr><td>Final Setup Violations</td><td>0</td></tr>
<tr><td>Final hold violation count</td><td>0</td></tr>
<tr><td>Clock skew after layout</td><td>24.82 ps</td></tr>
<tr><th colspan="2">Detailed routing</th></tr>
<tr><td>Post-route DRC</td><td>0</td></tr>
<tr><td>ANT cells</td><td>0</td></tr>
<tr><td>DR vias</td><td>46310</td></tr>
<tr><td>Aggregate routed wire length</td><td>188600 um</td></tr>
<tr><td>Wire length per cell</td><td>24.13 um</td></tr>
<tr><td>Drt via density</td><td>5.924</td></tr>
<tr><td>First-pass iteration count of the detailed router</td><td>6</td></tr>
<tr><td>Violation tally from detailed-route iteration zero</td><td>3454</td></tr>
<tr><td>Number of routed nets with antenna violations</td><td>0</td></tr>
<tr><th colspan="2">Yosys</th></tr>
<tr><td>Post-synthesis average cell area</td><td>10.34 sq um</td></tr>
<tr><td>Most instantiated library cell after synthesis</td><td>sky130_fd_sc_hd__nand2_1</td></tr>
<tr><td># Cells Yosys</td><td>6201</td></tr>
<tr><td>Number of enable flip-flop cells</td><td>0</td></tr>
<tr><td>Top_reg_cell synth</td><td>sky130_fd_sc_hd__dfrtp_1</td></tr>
<tr><td>Mapped Cells</td><td>6201</td></tr>
<tr><td>Dominant cell area share</td><td>44.94%</td></tr>
<tr><td>Area of the mapped netlist</td><td>64100 sq um</td></tr>
<tr><td>Number of storage elements in the synthesis netlist</td><td>1152</td></tr>
<tr><td>Largest cells by area after synthesis</td><td>sky130_fd_sc_hd__dfrtp_1, sky130_fd_sc_hd__mux2i_1, sky130_fd_sc_hd__nand2_1, sky130_fd_sc_hd__mux4_2, sky130_fd_sc_hd__clkbuf_1</td></tr>
<tr><td>Synth mux share</td><td>27.88%</td></tr>
<tr><td>Post-Synth Adder-Cell Area</td><td>0.7144%</td></tr>
<tr><td>Synth Area in XOR/XNOR</td><td>1.899%</td></tr>
<tr><td>Share of flip-flops with an asynchronous set or reset</td><td>100.0%</td></tr>
<tr><td>Leading area contributor after synthesis</td><td>sky130_fd_sc_hd__dfrtp_1</td></tr>
<tr><td>Chip Area, Yosys</td><td>64100 sq um</td></tr>
<tr><td>Aoi share</td><td>2.649%</td></tr>
<tr><td>Number of warnings printed during yosys synthesis</td><td>1</td></tr>
<tr><td>Simple-Gate Area Share</td><td>17.70%</td></tr>
<tr><td>Comb area leader</td><td>multiplexers</td></tr>
<tr><td>Sequential share of the synthesized area</td><td>44.98%</td></tr>
<tr><td>Post-synth top cells</td><td>sky130_fd_sc_hd__nand2_1, sky130_fd_sc_hd__dfrtp_1, sky130_fd_sc_hd__mux2i_1</td></tr>
<tr><td>Distinct cell type count after synthesis</td><td>86</td></tr>
<tr><th colspan="2">Setup path</th></tr>
<tr><td>Critical path peak fanout</td><td>32</td></tr>
<tr><td>Setup Crit Path Kind</td><td>in2reg</td></tr>
<tr><td>Logic depth of the worst register-to-register path</td><td>15</td></tr>
<tr><td>Arrival time at the worst endpoint</td><td>12460 ps</td></tr>
<tr><td>Critical Path End Type</td><td>flop</td></tr>
<tr><td>Nature of the critical path startpoint</td><td>input port</td></tr>
<tr><td>Required time of the critical path</td><td>39820 ps</td></tr>
<tr><th colspan="2">Worst hold path</th></tr>
<tr><td>Kind of path behind the tightest hold check</td><td>reg2reg</td></tr>
<tr><td>Hold Path Depth</td><td>1</td></tr>
<tr><th colspan="2">Placed design</th></tr>
<tr><td>Half-perimeter wire length after detailed placement</td><td>112900 um</td></tr>
<tr><td>RePlAce Congestion</td><td>0.9089</td></tr>
<tr><td># port buffers</td><td>69</td></tr>
<tr><td>Cell Count Post-Placement</td><td>7593</td></tr>
<tr><th colspan="2">Global routing</th></tr>
<tr><td>Congestion Overflow GR</td><td>0</td></tr>
<tr><td>Global routing usage summed across all routing layers</td><td>31.27%</td></tr>
<tr><td>Vias in the first global route</td><td>47010</td></tr>
<tr><td>Global-route wire length before repair</td><td>291200 um</td></tr>
<tr><td>Pin count of the biggest net entering global routing</td><td>122</td></tr>
<tr><td>Antenna violations before repair</td><td>2</td></tr>
<tr><th colspan="2">Floorplanning</th></tr>
<tr><td>Starting utilization of the core area</td><td>50.33%</td></tr>
<tr><td>I/O pin cnt</td><td>70</td></tr>
<tr><td>Chip Height</td><td>360.0 um</td></tr>
<tr><td>Standard-cell row count</td><td>131</td></tr>
<tr><td>Die Footprint</td><td>129600 sq um</td></tr>
<tr><td>Core outline area</td><td>127400 sq um</td></tr>
<tr><td>Die width</td><td>360.0 um</td></tr>
<tr><th colspan="2">Power and ir drop</th></tr>
<tr><td>Cell area power density</td><td>49.12 nW/um^2</td></tr>
<tr><td>PnR Total Power</td><td>3.452 mW</td></tr>
<tr><td>IR Drop Worst-Case VDD</td><td>0.00004039 V</td></tr>
<tr><td>P_leak</td><td>31.65 nW</td></tr>
<tr><th colspan="2">Outcome</th></tr>
<tr><td>Outcome</td><td>complete, no violations</td></tr>
<tr><th colspan="2">Final layout</th></tr>
<tr><td>Flip-flop count of the largest register after layout</td><td>1024</td></tr>
<tr><td>Share of post-route cells with drive strength above 1</td><td>12.91%</td></tr>
<tr><td>Area Growth Syn to Fin</td><td>9.651%</td></tr>
<tr><td>Post-layout util</td><td>55.19%</td></tr>
<tr><td>Fill count</td><td>10530</td></tr>
<tr><td>Number of cells in the finished layout apart from fillers</td><td>7818</td></tr>
<tr><th colspan="2">Job</th></tr>
<tr><td>Number of warnings in the stage logs</td><td>33</td></tr>
<tr><td># Max-Cap Violations</td><td>0</td></tr>
</table>
## logic make-up (layout without fill, tap and decap cells)
| logic type | after synthesis | after routing |
|---|---|---|
| compound gates | 246 | 246 |
| buf+inv | 578 | 533 |
| fa+ha+maj | 36 | 36 |
| mux | 1385 | 1385 |
| flops | 1152 | 1152 |
| simple gates | 2665 | 2665 |
| xor+xnor | 139 | 139 |
## worst max-delay path, stage by stage
cell                              delay (ps)
sky130_fd_sc_hd__clkdlybuf4s50_1         540
sky130_fd_sc_hd__nand2b_1                300
sky130_fd_sc_hd__nor2_2                  170
sky130_fd_sc_hd__buf_4                   360
sky130_fd_sc_hd__ha_1                    340
sky130_fd_sc_hd__a2111oi_0               690
sky130_fd_sc_hd__nand2_1                 100
sky130_fd_sc_hd__o211a_1                 290
sky130_fd_sc_hd__a221o_1                 410
sky130_fd_sc_hd__a311oi_1                350
sky130_fd_sc_hd__o31ai_1                 170
sky130_fd_sc_hd__or4_1                   420
sky130_fd_sc_hd__a31oi_1                 220
sky130_fd_sc_hd__xnor2_1                 140
sky130_fd_sc_hd__o21ai_0                  90
## stage by stage
stage	hold slack (ps)	worst slack, ps	instance area [sq um]
after global placement	464.4	26590	65980
after floorplan	446.7	26830	64100
final	487.6	27350	70280
after CTS	493.1	27480	70280
after global routing	515.4	27040	70280
after detailed placement	472.3	26710	65980
## cells in the final DEF (no fill, tap or decap), types with 55 or more instances in the layout
cell,instances
sky130_fd_sc_hd__nand4_1,55
sky130_fd_sc_hd__dfrtp_1,1146
sky130_fd_sc_hd__clkdlybuf4s50_1,68
sky130_fd_sc_hd__clkbuf_16,139
sky130_fd_sc_hd__xnor2_1,87
sky130_fd_sc_hd__o21ai_0,56
sky130_fd_sc_hd__mux2i_1,1064
sky130_fd_sc_hd__nand3_1,55
sky130_fd_sc_hd__mux4_2,320
sky130_fd_sc_hd__buf_4,211
sky130_fd_sc_hd__nand2_1,2086
sky130_fd_sc_hd__nor2_1,196
## path summary, 6_finish.rpt
check / from / to / slack, ps
max in group asynchronous: nRST / shift_reg[819]$_DFF_PN0_ / 27830
max reg2reg: write_idx[1]$_DFFE_PN0P_ / shift_reg[907]$_DFF_PN0_ / 32000
min: write_idx[31]$_DFFE_PN0P_ / write_idx[31]$_DFFE_PN0P_ / 490
max: read_en / count[30]$_DFFE_PN0P_ / 27350
min reg2reg: write_idx[31]$_DFFE_PN0P_ / write_idx[31]$_DFFE_PN0P_ / 490
min in group asynchronous: nRST / count[31]$_DFFE_PN0P_ / 7010
## power by group
part           leakage (nW)  switching, mW  internal [mW]
combinational          14.5          0.521          0.352
sequential             15.0         0.0806           1.26
clock                  2.11          0.508          0.727
total                  31.7           1.11           2.34
## layer usage
metal  vias to the layer above  share of wire [%]  track usage, %
met5                         -              0.012          0.1480
met4                         4                2.9           7.391
met3                       274                 11           12.71
met2                      1804                 45           45.32
met1                     23210                 41           46.37
li1                      21020                  -               -
## area by class of cell
type / count / area, sq um / area share (%)
multi-input combinational: 4471 / 32630 / 46.42
sequential: 1152 / 28850 / 41.04
clock buffer: 203 / 4029 / 5.732
timing repair buffer: 283 / 2340 / 3.329
tap: 1662 / 2079 / 2.959
clock inverter: 22 / 270.3 / 0.3845
inverter: 25 / 93.84 / 0.1335
Power is estimated from default activity; no workload was simulated.
